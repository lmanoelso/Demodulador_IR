### ./run.sh
#!/bin/bash
# OpenROAD 26Q1-2900-gdf79404cd8, Yosys 0.63+post, stock flow scripts
make -C /OpenROAD-flow-scripts/flow DESIGN_CONFIG=/design/flow/config.mk WORK_HOME=/design/flow/orfs finish
### ./config.mk
export PLATFORM = sky130hd
export DESIGN_NAME = infrared_rcv
export DESIGN_NICKNAME = infrared_rcv
export VERILOG_FILES = /design/flow/design.v
export SDC_FILE = /design/flow/constraint.sdc
export NUM_CORES = 4
export LEC_CHECK = 1
export CORE_UTILIZATION = 40
### ./constraint.sdc
current_design infrared_rcv

set clk_period 4.8
set clk_io_pct 0.2

create_clock -name clk0 -period $clk_period [get_ports {sys_clk}]

set non_clock_inputs [all_inputs -no_clocks]
set_input_delay [expr $clk_period * $clk_io_pct] -clock clk0 $non_clock_inputs
set_output_delay [expr $clk_period * $clk_io_pct] -clock clk0 [all_outputs]
### ./design.v
module infrared_rcv (
    input wire sys_clk,
    input wire sys_rst_n,
    input wire infrared_in,
    output reg [19:0] data,
    output reg repeat_en,
    output reg data_valid
);
    parameter CNT_0_56MS_MIN = 20000,
              CNT_0_56MS_MAX = 35000,
              CNT_1_69MS_MIN = 80000,
              CNT_1_69MS_MAX = 90000,
              CNT_2_25MS_MIN = 100000,
              CNT_2_25MS_MAX = 125000,
              CNT_4_5MS_MIN = 175000,
              CNT_4_5MS_MAX = 275000,
              CNT_9MS_MIN = 400000,
              CNT_9MS_MAX = 490000;
    parameter IDLE = 5'b00001,
              S_T9 = 5'b00010,
              S_JUDGE = 5'b00100,
              S_IFR_DATA = 5'b01000,
              S_REPEAT = 5'b10000;
    reg infrared_in_dly;
    wire ifr_in_fall = (infrared_in_dly && !infrared_in);
    wire ifr_in_rise = (!infrared_in_dly && infrared_in);
    reg [18:0] cnt;
    reg [4:0] state;
    reg [5:0] data_cnt;
    reg [31:0] data_tmp;
    always @(posedge sys_clk or negedge sys_rst_n)
        if (!sys_rst_n)
            infrared_in_dly <= 0;
        else
            infrared_in_dly <= infrared_in;
    always @(posedge sys_clk or negedge sys_rst_n) begin
        if (!sys_rst_n)
            cnt <= 0;
        else begin
            case (state)
                IDLE: cnt <= 0;
                S_T9, S_JUDGE, S_IFR_DATA:
                    if (ifr_in_rise || ifr_in_fall)
                        cnt <= 0;
                    else
                        cnt <= cnt + 1;
                default: cnt <= 0;
            endcase
        end
    end
    always @(posedge sys_clk or negedge sys_rst_n) begin
        if (!sys_rst_n)
            state <= IDLE;
        else case (state)
            IDLE: if (ifr_in_fall) state <= S_T9;
            S_T9: if (ifr_in_rise) state <= (cnt >= CNT_9MS_MIN && cnt <= CNT_9MS_MAX) ? S_JUDGE : IDLE;
            S_JUDGE: if (ifr_in_fall)
                        if (cnt >= CNT_4_5MS_MIN && cnt <= CNT_4_5MS_MAX)
                            state <= S_IFR_DATA;
                        else if (cnt >= CNT_2_25MS_MIN && cnt <= CNT_2_25MS_MAX)
                            state <= S_REPEAT;
                        else
                            state <= IDLE;
            S_IFR_DATA: if (data_cnt == 6'd32) state <= IDLE;
            S_REPEAT: if (ifr_in_rise) state <= IDLE;
            default: state <= IDLE;
        endcase
    end
    always @(posedge sys_clk or negedge sys_rst_n)
        if (!sys_rst_n)
            data_cnt <= 0;
        else if (state == S_IFR_DATA && ifr_in_fall)
            data_cnt <= data_cnt + 1;
        else if (data_cnt == 6'd32)
            data_cnt <= 0;
    always @(posedge sys_clk or negedge sys_rst_n)
        if (!sys_rst_n)
            data_tmp <= 0;
        else if (state == S_IFR_DATA && ifr_in_fall) begin
            if (cnt >= CNT_1_69MS_MIN && cnt <= CNT_1_69MS_MAX)
                data_tmp <= {data_tmp[30:0], 1'b1};
            else if (cnt >= CNT_0_56MS_MIN && cnt <= CNT_0_56MS_MAX)
                data_tmp <= {data_tmp[30:0], 1'b0};
        end
    wire checks_ok = (data_tmp[23:16] == ~data_tmp[31:24]) && (data_tmp[7:0] == ~data_tmp[15:8]);
    always @(posedge sys_clk or negedge sys_rst_n)
        if (!sys_rst_n)
            data <= 0;
        else if (data_cnt == 6'd32 && checks_ok)
            data <= {12'b0, data_tmp[23:16]};
    always @(posedge sys_clk or negedge sys_rst_n)
        if (!sys_rst_n)
            repeat_en <= 0;
        else
            repeat_en <= (state == S_REPEAT && ifr_in_rise && (data_tmp[23:16] == ~data_tmp[31:24]));
    always @(posedge sys_clk or negedge sys_rst_n)
        if (!sys_rst_n)
            data_valid <= 0;
        else
            data_valid <= (data_cnt == 6'd32 && checks_ok);
endmodule
==> impl_metrics.tcl <==
# place-and-route summary
set metrics [dict create \
    ir_worst_vdd_mv 0.113 \
    post-cts-setup-buffers 0 \
    postSynth.topFlopCell "sky130_fd_sc_hd__dfrtp_1" \
    rsz_0062_raised_after_global_routing "false" \
    tritoncts "built" \
    cp_slowest_cell "sky130_fd_sc_hd__clkdlybuf4s50_1" \
    max_slew.worst_pin.slew_ns 0.711 \
    io_pins 25 \
    port_buffers 12 \
    gp_congestion 0.912 \
    antenna_violations_before_repair 0 \
    synth_stat.cells 361 \
    cpPeakStageDelay_ns 0.50 \
    period_minus_slack_ns 2.94 \
    layout_worst_path_cycle_share 0.613 \
    drive_gt1_frac 0.189 \
    synth.cells.most_frequent "sky130_fd_sc_hd__dfrtp_1 (72), sky130_fd_sc_hd__mux2_2 (38), sky130_fd_sc_hd__nor2_1 (28), sky130_fd_sc_hd__nand2_1 (27), sky130_fd_sc_hd__xnor2_1 (25)" \
    synth_area_um2 3840 \
    grt_max_degree 58 \
    detailedRoute.firstPassIterationCount 4 \
    top_area_cell "sky130_fd_sc_hd__dfrtp_1" \
    remaining_antenna_violation_count_after_routing 0 \
    area_fraction_in_full_adders_half_adders_and_majority_gates 0.0195 \
    xor_share 0.0821 \
    syn_inst 361 \
    finClkSkew_ns 0.0122 \
    seq_area_frac_synth 0.476 \
    leakagePower_nw 1.87 \
    row_count 35 \
    worst_skew_pair.late_latency_ns 0.35 \
    syn_to_final_growth_pct 8.99 \
    log.warning_count 28 \
    r2r_cells 7 \
    synthesis.area_per_instance_um2 10.6 \
    chipWidth_um 100 \
    max-cap-violations 0 \
    first_global_vias 2378 \
    core_um2 9280 \
    cts_hold_repair.buffers 0 \
    asyncSetResetFlopFracSynth 1.00 \
    worst_slew_margin_rel 0.526 \
    capture_instance_of_the_worst_register_to_register_path "data[6]$_DFFE_PN0P_" \
    holdCritPathClass "in -> async" \
    report.final.slew_viol_count 0 \
    grt.overflow.total 0 \
    most_common_cell "sky130_fd_sc_hd__dfrtp_1" \
    clkSinkCount 73 \
    critical_path.max_fanout 31 \
    die-area_um2 10000 \
    numCtsBuffers 9 \
    report.final.setup_viol 0 \
    drt_iter0_drc 130 \
    initCoreUtil 0.414 \
    clk_pin_slew_worst_paths_ns 0.08 \
    ys_types 56 \
    timing.critical_path.buf_inv 3 \
    yosys_register_bits 73 \
    count_of_flip_flops_with_a_built_in_enable_after_synthesis 0 \
    powerDensity_nw_per_um2 266 \
    cp_data_arrival_time_ns 3.17 \
    path_cells "clkdlybuf4s50_1, inv_1, ha_1, nand2_1, nor3_1, and3b_1, a22oi_2, buf_4, mux2_2" \
    cts_buffer_depth 2 \
    timing.fmax_mhz 340 \
    htree_levels 3 \
    synth.comb.largest_family "simple AND/OR/NAND/NOR gates" \
    timing.rr.start "data_cnt[0]$_DFFE_PN0P_" \
    outcome "complete, no violations" \
    detailed_place_hpwl_mm 4.62 \
    cp_top_family "buffers and inverters" \
    via_count 2595 \
    timing.reg2reg.setup_slack_ns 2.23 \
    grt_pass1_wl_mm 11.7 \
    fin_tns_setup_ns 0 \
    ctsResizeCount 0 \
    dieHeight_um 100 \
    grt_usage 0.150 \
    mux_area_frac 0.114 \
    yosys.area.top_type_share 0.469 \
    critical_path.startpoint_type "primary input" \
    n_fill_cell 872 \
    end_kind "register" \
    vias_per_cell 5.20 \
    critPathKind "in -> reg" \
    post_synth_and_or_nand_nor_area_fraction 0.161 \
    synth.top_cells.by_area "sky130_fd_sc_hd__dfrtp_1 (47%), sky130_fd_sc_hd__mux2_2 (11%), sky130_fd_sc_hd__xnor2_1 (5.7%), sky130_fd_sc_hd__buf_4 (2.7%), sky130_fd_sc_hd__nor2_1 (2.7%)" \
    timing_hold_violations_final 0 \
    compound_area_frac 0.0821 \
    final_layout_worst_hold_slack_ns 0.464 \
    synth_chip_area_um2 3840 \
    antenna-diode-count 0 \
    clock-root-buffer "sky130_fd_sc_hd__clkbuf_8" \
    synthesis.yosys.warnings 1 \
    post-route-drc-count 0 \
    drt-total-wl_mm 6.90 \
    wl_per_cell_um 13.8 \
    worst-endpoint-required_ns 5.03 \
]
## report_power, final
part           total [W]  switching [W]  internal, W
logic          0.0000396      0.0000280    0.0000116
registers       0.000627     0.00000562     0.000622
clock network   0.000448       0.000252     0.000197
## layout by cell type, fill, tap and decap left out, drive strengths merged, types with 3 or more instances in the layout
cell type and count:
a21oi 4, and3 4, buf 4, clkbuf 9
clkdlybuf4s50 11, conb 12, dfrtp 72, ha 6
inv 20, mux2 39, nand2 27, nand3 12
nand4 7, nor2 28, nor3 13, nor4 9
o21ai 4, o22ai 3, o31ai 4, or4 3
xnor2 25, xor2 11
## cell type report
cell class              count  area, um2  share of cell area
repair buffers             15        140              0.0335
flip-flops and latches     73       1830               0.437
multi-input cells         251       1820               0.434
inverters                  15       56.3              0.0134
clock inverters             7       58.8              0.0140
well taps                 129        161              0.0386
clock buffers               9        124              0.0296
## flip-flops by register name, summed over array words and instances, names as in the netlist
register and count:
data_tmp 32, cnt 19, data 8, data_cnt 6, state 5, data_valid 1
infrared_in_dly 1, repeat_en 1
## worst max-delay path by stage
stage	start	end	cells past startpoint
after CTS	infrared_in	data_tmp[7]$_DFFE_PN0P_	9
after global routing	infrared_in	data_tmp[7]$_DFFE_PN0P_	9
final	infrared_in	data_tmp[7]$_DFFE_PN0P_	9
## stage by stage
stage	util	setup slack [ns]	instance area, um2	power, W	instances
3_5_place_dp	0.431	1.51	4000	0.000681	483
4_1_cts	0.451	1.89	4190	0.00114	499
6_report	0.451	1.86	4190	0.00112	499
5_1_grt	0.451	1.75	4190	0.00117	499
3_3_place_gp	0.431	1.54	4000	0.000680	483
2_1_floorplan	-	2.23	3880	0.000664	372
## cells by family (layout without fill, tap and decap cells)
family | count (synthesis) | count (layout)
other | 1 | 12
muxes | 39 | 39
buffers and inverters | 48 | 46
xor gates and xnor gates | 36 | 36
and+or+nand+nor | 117 | 117
AOI/OAI and AO/OA | 41 | 41
DFF | 73 | 73
adders and majority gates | 6 | 6
## metal layers
metal / track usage / vias to the layer above / part of all wire / routed length [um]
li1: - / 1262 / - / -
met1: 0.248 / 1254 / 0.50 / 3440
met2: 0.220 / 72 / 0.44 / 3020
met3: 0.0297 / 7 / 0.052 / 356
met4: 0.0190 / 0 / 0.012 / 82
met5: 0 / - / 0 / 0
No activity file was given, so power comes from the tool's default toggle rates.
