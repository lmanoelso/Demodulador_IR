`./run.sh`:
```
#!/bin/bash
# OpenROAD 26Q1-2900-gdf79404cd8, Yosys 0.63+post, stock flow scripts
make -C /OpenROAD-flow-scripts/flow DESIGN_CONFIG=/design/flow/config.mk WORK_HOME=/design/flow/orfs finish
```
`./config.mk`:
```
export PLATFORM = sky130hd
export DESIGN_NAME = bcd_8421
export DESIGN_NICKNAME = bcd_8421
export VERILOG_FILES = /design/flow/design.v
export SDC_FILE = /design/flow/constraint.sdc
export NUM_CORES = 4
export LEC_CHECK = 1
export CORE_UTILIZATION = 40
```
`./constraint.sdc`:
```
current_design bcd_8421

set clk_period 9.7
set clk_io_pct 0.2

create_clock -name clk0 -period $clk_period [get_ports {sys_clk}]

set non_clock_inputs [all_inputs -no_clocks]
set_input_delay [expr $clk_period * $clk_io_pct] -clock clk0 $non_clock_inputs
set_output_delay [expr $clk_period * $clk_io_pct] -clock clk0 [all_outputs]
```
`./design.v`:
```
module bcd_8421 (
    input wire sys_clk,
    input wire sys_rst_n,
    input wire [19:0] data,
    output reg [3:0] unit, 
    output reg [3:0] ten, 
    output reg [3:0] hun, 
    output reg [3:0] tho, 
    output reg [3:0] t_tho, 
    output reg [3:0] h_hun 
);
    reg [4:0] cnt_shift;
    reg [43:0] data_shift;
    reg shift_flag;
    always @(posedge sys_clk or negedge sys_rst_n) begin
        if (sys_rst_n == 1'b0)
            shift_flag <= 1'b0;
        else 
            shift_flag <= ~shift_flag;
    end
    always @(posedge sys_clk or negedge sys_rst_n) begin
        if (sys_rst_n == 1'b0)
            cnt_shift <= 5'd0;
        else if (cnt_shift == 5'd21 && shift_flag == 1'b1)
            cnt_shift <= 5'd0;
        else if (shift_flag == 1'b1)
            cnt_shift <= cnt_shift +1'b1;
        else 
            cnt_shift <= cnt_shift;
    end
    always @(posedge sys_clk or negedge sys_rst_n) begin
        if (sys_rst_n == 1'b0)
            data_shift <= 44'b0;
        else if (cnt_shift == 5'd0)      
            data_shift <= {24'b0,data};
        else if (cnt_shift <= 5'd20 && shift_flag == 1'b0)       
            begin
                data_shift[23:20] <= (data_shift[23:20] > 4) ? (data_shift[23:20] + 2'd3) : (data_shift[23:20]); 
                data_shift[27:24] <= (data_shift[27:24] > 4) ? (data_shift[27:24] + 2'd3) : (data_shift[27:24]); 
                data_shift[31:28] <= (data_shift[31:28] > 4) ? (data_shift[31:28] + 2'd3) : (data_shift[31:28]); 
                data_shift[35:32] <= (data_shift[35:32] > 4) ? (data_shift[35:32] + 2'd3) : (data_shift[35:32]); 
                data_shift[39:36] <= (data_shift[39:36] > 4) ? (data_shift[39:36] + 2'd3) : (data_shift[39:36]); 
                data_shift[43:40] <= (data_shift[43:40] > 4) ? (data_shift[43:40] + 2'd3) : (data_shift[43:40]); 
            end
        else if (cnt_shift <= 20 && shift_flag == 1'b1)     
            data_shift <= data_shift << 1;
        else     
            data_shift <= data_shift;
    end
    always @(posedge sys_clk or negedge sys_rst_n) begin
        if (sys_rst_n == 1'b0)
            begin
                unit <= 4'b0;
                ten <= 4'b0;
                hun <= 4'b0;
                tho <= 4'b0;
                t_tho <= 4'b0;
                h_hun <= 4'b0;
            end
        else if (cnt_shift == 5'd21)
            begin
                unit <= data_shift[23:20];
                ten <= data_shift[27:24];
                hun <= data_shift[31:28];
                tho <= data_shift[35:32];
                t_tho <= data_shift[39:36];
                h_hun <= data_shift[43:40];
            end
    end
endmodule
```
==> flow_summary.yaml <==
# synthesis and place-and-route metrics
worst_setup_path:
  cp-start-kind: "register"
  cp.buffers_inverters: 1
  worst-r2r-setup-slack_ns: 7.35
  cp_top_family: "buffers and inverters"
  critPathArrivalTime_ns: 1.18
  worst_path_largest_cell_delay_ns: 0.48
  crit_chain: "clkdlybuf4s50_1"
  end_kind: "primary output"
  worst_path_max_delay_cell: "clkdlybuf4s50_1"
  worstPathMaxFanout: 2
  worstSetupPathType: "register to primary output"
  cp.required_ns: 7.76
timing:
  max-slew-margin-rel: 0.461
  period_used_share: 0.321
  worst_pin_slew_ns: 0.805
  fmax_mhz: 321
  layout_setup_ws_ns: 6.58
  rsz0062_at_grt: "false"
  finalSetupViolCount: 0
  fin_crit_ns: 3.12
  fin_hold_ws_ns: 0.477
  finalHoldViolations: 0
  slew_violations: 0
  skew_ns: 0.00576
  tns_ns: 0
synthesis:
  fa_ha_area_frac: 0.0484
  yosysUniqueCellTypes: 38
  enable_flop_cells: 0
  synthTopLogicFamily: "AND-OR/OR-AND gates"
  yosys_area_um2: 3870
  xor_area_frac: 0
  yosys.area_share.aoi: 0.231
  simple_gate_share: 0.131
  syn_area_um2: 3870
  ys.flops: 74
  synth_area_per_cell_um2: 9.33
  ys_async_sr_fraction: 1.00
  mux_area_frac: 0.0546
  synth_cells: 415
  yosys_warnings: 1
  ff_type: "dfrtp_1"
  ys_cells: 415
  postSynthSeqShare: 0.478
die:
  coreArea_um2: 9330
  core.rowCount: 35
  dieHeight_um: 100
  io-pin-count: 46
  fp_util: 0.415
  die_w_um: 100
  die-area_um2: 10100
cts:
  worst_skew_pair.late_latency_ns: 0.34
  postCtsHoldBufs: 0
  h-tree-depth: 3
  clk_root_buffer_cell: "clkbuf_8"
  cts_buffer_depth: 2
  tritoncts: "done"
  cts_setup_buffers: 0
  cts.clk_slew.worst_paths_ns: 0.07
  clock-sinks: 74
  cts_repair_resize_count: 0
  cts_made_buffers: 9
job:
  warnings: 33
  maxCapViolations: 0
cells_and_area:
  syn2layout_area_growth_pct: 19.4
  drive_gt1_frac: 0.0721
  final_area_um2: 4630
  fillCellCount: 876
detailed_routing:
  wl_um: 7980
  ant_nets: 0
  dr_total_vias: 3071
  wire_per_inst_um: 13.6
  diodes: 0
  first_pass_iters: 5
  drtIter0Drc: 225
  drc: 0
  drt-vias-per-instance: 5.23
global_route:
  grt.total_usage: 0.177
  antenna_found_initial: 0
  grt_max_degree: 56
  grt_pass1_wl_um: 14100
  grt_pass1_vias: 2845
  grt-ovfl-total: 0
placed_design:
  io_buffers: 45
  place_area_um2: 4410
  gp_congestion: 0.812
  place_ws_ns: 6.81
  hpwl_um: 5160
pwr:
  total_power_mw: 0.751
  leakage_nw: 1.91
  power.density_nw_per_um2: 162
  ir_drop_mv: 0.0775
min_path:
  hp-class: "register to register"
run_status:
  status: "complete, no violations"
Yosys cell counts (3+ instances only):
library cell   n  area (um2)
a21oi_1       12        60.1
a22o_1         5        43.8
a22oi_1        7        52.6
a31o_2         7        61.3
a32o_1         8        80.1
buf_1          4        15.0
buf_2         10        50.1
buf_6          3        33.8
clkbuf_1       8        30.0
dfrtp_1       74        1850
ha_1          15         188
inv_1         25        93.8
mux2i_1       20         200
nand2_1       66         248
nand2b_1       3        18.8
nand3_1        3        15.0
nor2_1        21        78.8
nor2b_1        3        18.8
nor3_1         6        30.0
o211ai_1       7        52.6
o21ai_0       58         290
o21ai_1       20         100
o2bb2ai_1     12         105
final cells by class:
class / count / area, um2 / area share
Multi-Input combinational cell: 291 / 1800 / 0.389
Inverter: 25 / 93.8 / 0.0203
Clock inverter: 5 / 77.6 / 0.0168
Tap cell: 129 / 161 / 0.0349
Timing Repair Buffer: 52 / 500 / 0.108
Sequential cell: 74 / 1850 / 0.400
Clock buffer: 11 / 141 / 0.0306
worst register-to-register path, cell delays in order, from the launching register on:
cell and delay [ns]:
dfrtp_1 0.60, nor4b_4 0.83, buf_4 0.45, mux2i_1 0.27
o21ai_1 0.08
cell usage in the layout, fill, tap and decap left out, drive strengths merged, types with 11 or more instances in the layout:
| master | Yosys | routed |
|---|---|---|
| o2bb2ai | 12 | 12 |
| clkbuf | 8 | 11 |
| inv | 25 | 25 |
| o21ai | 78 | 78 |
| a21oi | 12 | 12 |
| mux2i | 20 | 20 |
| nand2 | 66 | 66 |
| ha | 15 | 15 |
| nor2 | 22 | 22 |
| dfrtp | 74 | 74 |
| clkdlybuf4s50 | 0 | 44 |
stage by stage:
step	instances	utilization
floorplan	415	-
global placement	571	0.472
detailed placement	571	0.472
CTS	587	0.496
global route	587	0.496
finish	587	0.496
power breakdown:
part | total (mW) | internal, mW | switching, mW
clock | 0.262 | 0.151 | 0.111
sequential | 0.375 | 0.352 | 0.0220
combinational | 0.115 | 0.0867 | 0.0280
flip-flops by register name, indices dropped and copies added, names as in the netlist:
signal      flops
hun             4
tho             4
t_tho           4
h_hun           4
unit            4
cnt_shift       5
ten             4
shift_flag      1
data_shift     44
path summary, 6_finish.rpt:
check	start	to	cells after the start
setup / recovery	hun[0]$_DFFE_PN0N_	hun[0]	1
hold reg to reg	tho[1]$_DFFE_PN0N_	tho[1]$_DFFE_PN0N_	2
setup reg to reg	cnt_shift[4]$_DFFE_PN0P_	data_shift[19]$_DFFE_PN0P_	4
min in group asynchronous	sys_rst_n	hun[3]$_DFFE_PN0N_	1
max in group asynchronous	sys_rst_n	data_shift[6]$_DFFE_PN0P_	2
hold / removal	tho[1]$_DFFE_PN0N_	tho[1]$_DFFE_PN0N_	2
logic make-up after synthesis:
logic type	count (synthesis)
buffers and inverters	50
DFF	74
and+or+nand+nor	113
adders and majority gates	15
AOI/OAI and AO/OA	142
muxes	21
routing by layer:
metal  vias up  global-route usage  wire (um)
li1       1544                   -          -
met1      1445               0.292       4120
met2        76               0.265       3430
met3         6              0.0269        361
met4         0              0.0201         76
met5         -                   0          0
Power is estimated from default activity; no workload was simulated.
